### flow/run.sh
#!/bin/bash
# OpenROAD 26Q1-2900-gdf79404cd8, Yosys 0.63+post, stock flow scripts
make -C /OpenROAD-flow-scripts/flow DESIGN_CONFIG=/design/flow/config.mk WORK_HOME=/design/flow/orfs finish
### flow/config.mk
export PLATFORM = sky130hd
export DESIGN_NAME = RX
export DESIGN_NICKNAME = RX
export VERILOG_FILES = /design/flow/design.v
export SDC_FILE = /design/flow/constraint.sdc
export NUM_CORES = 4
export LEC_CHECK = 1
export CORE_AREA = 10 10 95 95
export DIE_AREA = 0 0 105 105
### flow/constraint.sdc
current_design RX

set clk_period 2.5
set clk_io_pct 0.2

create_clock -name clk0 -period $clk_period [get_ports {clk}]

set non_clock_inputs [all_inputs -no_clocks]
set_input_delay [expr $clk_period * $clk_io_pct] -clock clk0 $non_clock_inputs
set_output_delay [expr $clk_period * $clk_io_pct] -clock clk0 [all_outputs]
### flow/design.v
module RX #(parameter t_rate=5208)(
    input clk,
    input Rst_rx,
    input Rs232,
    output reg [7:0] rx_data,
    output reg done
);
parameter state0=0, state1=1;
reg state_reg = state0, state_next;
reg [12:0] baud_cnt = 0, baud_cnt_next;
reg [3:0] bit_cnt = 0, bit_cnt_next;
reg [7:0] rx_data_next;
reg done_next;
always @(posedge clk or negedge Rst_rx) begin
    if(!Rst_rx) begin
        state_reg <= state0;
        baud_cnt <= 0;
        bit_cnt <= 0;
        done <= 0;
        rx_data <= 8'hxx;  
    end else begin
        state_reg <= state_next;
        baud_cnt <= baud_cnt_next;
        bit_cnt <= bit_cnt_next;
        done <= done_next;
        rx_data <= rx_data_next;
    end
end
always @(*) begin
    state_next = state_reg;
    baud_cnt_next = baud_cnt;
    bit_cnt_next = bit_cnt;
    done_next = done;
    rx_data_next = rx_data;
    case(state_reg)
        state0: begin
            done_next = 0;  
            rx_data <= 8'hxx;
            if(baud_cnt < (t_rate/2) - 1) begin
                baud_cnt_next = baud_cnt + 1; 
                state_next = state0;
            end else begin
                if(Rs232 == 0) begin 
                    state_next = state1;
                    bit_cnt_next = 1;
                    baud_cnt_next = 0;
                end else begin
                    if(baud_cnt < t_rate - 1) begin
                        baud_cnt_next = baud_cnt + 1; 
                        state_next = state0;  
                    end else begin
                        baud_cnt_next = 0;
                    end
                end
            end
        end  
        state1: begin
            if(bit_cnt < 10) begin
                if(baud_cnt < t_rate - 1) begin
                    baud_cnt_next = baud_cnt + 1; 
                    state_next = state1;
                end else begin
                    baud_cnt_next = 0;  
                    if(bit_cnt == 9 && Rs232 == 1) begin 
                        done_next = 1;
                        state_next = state0;
                        bit_cnt_next = 0;
                    end else if(bit_cnt == 9 && Rs232 == 0) begin  
                        done_next = 0;  
                        state_next = state0;
                        bit_cnt_next = 0;
                    end else begin  
                        if(bit_cnt >= 1 && bit_cnt <= 8) begin
                            rx_data_next[bit_cnt-1] = Rs232;
                        end
                        done_next = 0;
                        state_next = state1;
                        bit_cnt_next = bit_cnt + 1;
                    end
                end
            end else begin
                state_next = state0;
                bit_cnt_next = 0; 
            end     
        end
        default: begin
            state_next = state0;
        end
    endcase
end
endmodule
==> ci_impl_report.md <==
## PnR job results

| Metric | Value |
|---|---|
| Switching Power | `120 µW` |
| Worst endpoint required time | `around 2.7 ns` |
| Vias | `between 1k and 1.5k` |
| Clock Skews | `0.00845 ns` |
| Core footprint | `approximately 7000 µm²` |
| Num rows | `30` |
| Die Width | `~110 µm` |
| Main synth FF type | `dfrtp_1` |
| Late-Pin Clk Latency | `about 0.26 ns` |
| Switching portion of total power | `between 20% and 30%` |
| And+or+nand+nor area frac | `between 20% and 30%` |
| DIE HEIGHT | `roughly 110 µm` |
| Area share, top type | `36.3%` |
| Antenna cells | `0` |
| Pint | `424 µW` |
| I/O Buffers | `3` |
| CP endpoint kind | `register` |
| CTS H-tree lvls | `1` |
| Max-cap viol count | `0` |
| Xor/xnor share | `0%` |
| Seq cells post-synth | `19` |
| Routed WL | `just under 3 mm` |
| Pre-CTS setup slack | `around 0.60 ns` |
| Least-Margin Pin Slew | `0.653 ns` |
| CP arrival | `just over 2 ns` |
| IO Count | `12` |
| Commonest cells post-synth | `19 x dfrtp_1, 19 x nand2_1, 13 x o21ai_0` |
| Via density | `roughly 4.5` |
| Final hold vios | `0` |
| Synthesized instance count | `approximately 160` |
| Fmax | `~520 MHz` |
| Sequential cell area | `475 µm²` |
| Setup Fix Bufs, Post-CTS | `0` |
| Largest Register | `baud_cnt` |
| Slew Limit Fails | `0` |
| Largest net degree at the start of global routing | `20` |
| Largest logic family | `AND-OR/OR-AND gates` |
| Leakage Power | `~0.60 nW` |
| Largest regs | `baud_cnt: 13 flops, bit_cnt: 4 flops` |
| Die area | `~11,000 µm²` |
| GPL Wtd Cong | `~0.8` |
| Grt total ovfl | `0` |
| Hold_sp | `done` |
| R2r startpoint | `baud_cnt[5]` |
| Cell type with the largest total area | `dfrtp_1` |
| CTS resizes | `0` |
| Share of cells above drive strength 1 | `roughly 9.6%` |
| Initial Utilization | `between 10% and 20%` |
| Async set or reset register ratio after synthesis | `100%` |
| Startpoint types | `register` |
| Mux frac, synth | `1.53%` |
| Yosys Chip Area | `between 1000 and 1500 µm²` |
| OpenROAD warning count | `26` |
| Final worst-path setup slack | `between 0.5 and 0.6 ns` |
| Clock-pin transition on the worst setup and hold timing paths | `0.08 ns` |
| Post-DRT Antenna Nets | `0` |
| Root Buffer Master | `clkbuf_8` |
| Minimum clock period | `between 1.5 and 2 ns` |
| Synthesized area | `~1300 µm²` |
| Yosys warning tally | `17` |
| First-pass GRT wire length | `just over 5 mm` |
| Longest Clk Path Bufs | `2` |
| Initial drt markers | `50` |
| Vias in the first global route | `around 1.1k` |
| Clk sinks | `19` |
| Syn Area/Cell | `about 8.4 µm²` |
| Endpoints failing setup | `0` |
| Final Power | `about 540 µW` |
| Layout fillers | `782` |
| Compound-Gate Fraction of Synth Area | `between 20% and 30%` |
| Setup TNS Final | `0 ns` |
| Largest register FFs | `13` |
| PwrDens | `roughly 380 nW/µm²` |
| Top cells by area | `dfrtp_1 36%, nand2_1 5.4%, o21ai_0 5.0%, buf_4 4.6%, a31oi_1 3.8%` |
| Area delta synth->final | `10.3%` |
| DR pass1 iterations | `4` |
| EDFF count, synth | `0` |
| Period utilisation layout | `between 70% and 80%` |
| Worst hold-check path type | `reg -> reg` |
| Worst vdd rail ir drop | `around 0.00016 V` |
| CP startpoint | `baud_cnt[5]` |
| WS Path Type | `reg -> reg` |
| CTS tree | `done` |
| Post-placement cell area | `approximately 1400 µm²` |
| Post-route DRC | `0` |
| WL/cell | `around 12 µm` |
| Sequential area share after synthesis | `36.3%` |
| Cell Type Count | `around 43` |
| Max transition margin | `56.5%` |
| Sequential power share | `56.5%` |
| Post-cts hold buffer count | `0` |
| Final Cell Area | `approximately 1400 µm²` |
| Logic area | `about 730 µm²` |
| Gate power share | `under 10%` |
| Status | `completed` |
| DP HPWL | `~2.1 mm` |
| Hold Slack | `roughly 0.54 ns` |
| Clock power frac | `41.3%` |
| RSZ-0062 raised after global routing | `false` |
| Yosys cell count | `about 160` |
| Critical Path Fanout Max | `18` |
| Yosys adder share | `under 10%` |
| GRT Total Usage | `~5.2%` |
| Antenna violations before repair | `0` |
| TritonCTS Buffers | `3` |
==> cell type report <==
class	count	area share, %
Inverter	10	2.60
Timing Repair Buffer	4	2.60
Clock inverter	1	0.519
Clock buffer	3	2.85
Tap cell	96	8.30
Multi-Input combinational cell	119	50.3
Sequential cell	19	32.9
==> cells in the final DEF (no fill, tap or decap), drive strengths merged, types with 2 or more instances in the layout <==
master / synthesis / routed
or2: 2 / 2
nor3: 3 / 3
a21oi: 3 / 3
a31oi: 8 / 8
conb: 1 / 8
clkbuf: 4 / 3
nand2: 20 / 20
clkdlybuf4s50: 0 / 3
or4: 3 / 3
inv: 10 / 10
o211ai: 8 / 8
nor2: 9 / 9
dfrtp: 19 / 19
o311ai: 2 / 2
ha: 3 / 3
nand3: 11 / 11
nand4: 4 / 4
o22ai: 6 / 6
o21ai: 13 / 13
mux2i: 2 / 2
==> path summary, 6_finish.rpt <==
| check | endpoint | depth (start not counted) | slack (ns) |
|---|---|---|---|
| max | baud_cnt[10] | 5 | 0.59 |
| min | done | 2 | 0.54 |
| max reg2reg | baud_cnt[10] | 5 | 0.59 |
| min reg2reg | done | 2 | 0.54 |
| max in group asynchronous | baud_cnt[6] | 2 | 1.71 |
| min in group asynchronous | bit_cnt[1] | 2 | 0.58 |
==> power groups by stage <==
stage	clock (mW)	sequential, mW	combinational [mW]
final	0.224	0.307	0.0121
after global routing	0.248	0.307	0.0145
after CTS	0.238	0.307	0.0132
==> per-stage QoR <==
stage	cells	utilization, %
global placement	248	20.2
CTS	252	20.9
detailed placement	248	20.2
finish	252	20.9
floorplan	163	-
global route	252	20.9
==> per-layer routing <==
metal	track usage (%)	up-vias	share of wire, %
li1	-	563	-
met1	7.78	538	50
met2	7.96	20	45
met3	0.559	2	2.4
met4	1.18	0	1.6
met5	0	-	0
==> kinds of logic (layout without fill, tap and decap cells) <==
kind of cell | after synthesis | count (layout)
mux | 2 | 2
buf+inv | 25 | 18
compound gates | 48 | 48
fa+ha+maj | 3 | 3
other cells | 1 | 8
flops | 19 | 19
simple gates | 58 | 58
==> worst max-delay path, stage by stage (launching register included) <==
cell and delay [ns]:
dfrtp_1 0.43, a2111oi_2 0.45, o211ai_2 0.18, o211ai_4 0.28, nand3_4 0.16, o311ai_1 0.30
No activity file was given, so power comes from the tool's default toggle rates.
