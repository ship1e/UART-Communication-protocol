## ./design.v

```verilog
module TX#(parameter t_rate=5208)(
    input clk,
    input Rst_tx,
    input Start,
    input [7:0] data,
    output reg done,
    output Rs232_tx
);
parameter state0 = 0, state1 = 1;
reg state_reg = state0;
reg [7:0] r_data;
reg [12:0] baud_cnt = 0;
reg [3:0] bit_cnt = 0;
reg Start_d;
reg tx_reg = 1'b1;
assign Rs232_tx = tx_reg;
wire Start_edge = Start & ~Start_d;
always @(posedge clk or negedge Rst_tx) begin
    if (!Rst_tx) begin
        state_reg <= state0;
        baud_cnt <= 0;
        bit_cnt <= 0;
        done <= 0;
        tx_reg <= 1;
        Start_d <= 0;
    end else begin
        Start_d <= Start;
        case (state_reg)
            state0: begin
                baud_cnt <= 0;
                bit_cnt <= 0;
                done <= 0;
                tx_reg <= 1;
                if (Start_edge) begin
                    r_data <= data;
                    tx_reg <= 0; 
                    bit_cnt <= 1;
                    state_reg <= state1;
                end
            end
            state1: begin
                if (baud_cnt < t_rate - 1) begin
                    baud_cnt <= baud_cnt + 1;
                end else begin
                    baud_cnt <= 0;
                    case (bit_cnt)
                        1: tx_reg <= r_data[0];
                        2: tx_reg <= r_data[1];
                        3: tx_reg <= r_data[2];
                        4: tx_reg <= r_data[3];
                        5: tx_reg <= r_data[4];
                        6: tx_reg <= r_data[5];
                        7: tx_reg <= r_data[6];
                        8: tx_reg <= r_data[7];
                        9: tx_reg <= 1;
                        default: tx_reg=1;
                    endcase
                    if (bit_cnt == 9) begin
                        done <= 1;
                        state_reg <= state0;
                        bit_cnt <= 0;
                    end else begin
                        bit_cnt <= bit_cnt + 1;
                        done <= 0;
                    end
                end
            end
            default: state_reg <= state0;
        endcase
    end
end
endmodule
```

## ./run.sh

```bash
#!/bin/bash
# OpenROAD 26Q1-2900-gdf79404cd8, Yosys 0.63+post, stock flow scripts
make -C /OpenROAD-flow-scripts/flow DESIGN_CONFIG=/design/flow/config.mk WORK_HOME=/design/flow/orfs finish
```

## ./config.mk

```make
export PLATFORM = sky130hd
export DESIGN_NAME = TX
export DESIGN_NICKNAME = TX
export VERILOG_FILES = /design/flow/design.v
export SDC_FILE = /design/flow/constraint.sdc
export NUM_CORES = 4
export LEC_CHECK = 1
export CORE_AREA = 10 10 108 108
export DIE_AREA = 0 0 118 118
```

## ./constraint.sdc

```tcl
current_design TX

set clk_period 2.9
set clk_io_pct 0.2

create_clock -name clk0 -period $clk_period [get_ports {clk}]

set non_clock_inputs [all_inputs -no_clocks]
set_input_delay [expr $clk_period * $clk_io_pct] -clock clk0 $non_clock_inputs
set_output_delay [expr $clk_period * $clk_io_pct] -clock clk0 [all_outputs]
```

==> flow_summary.toml <==
# physical design summary
[run_status]
outcome = "finished clean"

[setup_path]
required_time_reported_for_the_critical_path_endpoint_ns = 2.85
reg2reg_from = "baud_cnt[11]$_DFF_PN0_"
rrSetupSlack_ns = 1.22
worst_setup_path_end_kind = "register"
critPathArrivalTime_ns = 1.85
critical_path_peak_fanout = 8
r2r-end = "tx_reg$_DFFE_PN1P_"
worst_setup_path_endpoint = "r_data[2]$_DFFE_PP_"
worst_setup_path_startpoint = "Start"
criticalPathCategory = "input port to register"
ff2ff_path_depth = 5
worstSetupStartpointType = "input port"

[cts]
cts_repair_resize_count = 0
tritoncts = "yes"
clk_slew_on_worst_s_h_paths_ns = 0.06
post_cts_hold_buffer_count = 0
clock_tree.htree_level_count = 2
ctsRootBufferMaster = "clkbuf_8"
clock_sinks = 29
cts_bufs_inserted = 5
cts.path.max_buffers = 2
setup_fix_bufs_post_cts = 0
worstSkewPairLatency_ns = 0.28

[floorplan]
chip_area_um2 = 13900
initCoreUtil = 0.150
die.size.x_um = 118
num_rows = 35
boundaryPins = 13
placeableCoreArea_um2 = 9280
die.size.y_um = 118

[global_route]
grt_remaining_overflow = 0
global_route_wire_length_before_repair_um = 4470
grt_antenna_before_repair = 0
grt_pass1_vias = 901
grt_max_degree = 22
global_route.usage.total = 0.0378

[final_layout]
regMostFlops = "baud_cnt"
reg.largest.list = "baud_cnt (13), r_data (8), bit_cnt (4)"
layout_top_cell_excl_fill_tap = "dfrtp_1"
largest_reg_flops = 13
stdcell_count = 266
flow.area_growth_from_synthesis_pct = 26.5
final_layout_size_suffix_gt1_frac = 0.146
layout.cells.most_common_list = "dfrtp_1, nor2_1, clkdlybuf4s50_1, nand2_1, edfxtp_1"

[run]
drv_cap = 0
log.warning_count = 25

[placed_design]
detailedPlacementHpwl_um = 1830
place.gp.congestion = 0.817
port-buffer-count = 12
placed_cells_incl_taps = 258

[detailed_routing]
wl_um = 2560
antenna_violating_nets_left = 0
routedWlPerCell_um = 9.63
number_of_detailed_route_iterations_in_the_first_pass = 4
detailed_route_vias_per_instance = 3.30
via_count = 879
drtIter0Drc = 57
antenna-diode-count = 0
drc = 0

[timing]
finalSetupTns_ns = 0
slew-limit-headroom = 0.711
report.final.hold_viol_count = 0
period_minus_slack_ns = 1.90
maximum_clock_frequency_ghz = 0.527
setup_viol_count_final = 0
slew_viol_final = 0
layout_worst_path_cycle_share = 0.655
skew_ns = 0.00634
setup_repair_after_global_routing_missed_its_margin = "false"
transition_time_at_the_pin_with_the_least_slew_margin_ns = 0.433

[logic_synthesis]
yosysWarningCount = 1
yosys_area_um2 = 1390
synth.avg_cell_area_um2 = 11.5
cells_in_synth_stat_txt = 121
synth_async_sr_flop_share = 0.724
synth.ff_latch_count = 29
edff_count_synth = 8
yosys-top-cells-area = "dfrtp_1, edfxtp_1, nor2_1"
synthCells = 121
postSynth.topFlopCell = "dfrtp_1"
synthDistinctLibCells = 43
yosysTopAreaCell = "dfrtp_1"
synthesis.area_um2 = 1390
postSynthSeqShare = 0.550
top_cell_area_share = 0.359

[worst_hold_path]
hp-class = "register to register"
timing.hold.worst_path_depth = 1
hold_start = "baud_cnt[0]$_DFF_PN0_"

[power_and_ir_drop]
power_density_nw_per_um2 = 620
ir_drop_mv = 0.265
p_leak_nw = 0.672
## area by class of cell
class / instances / area (µm²)
flip-flops and latches: 29 / 767
well taps: 129 / 161
multi-input cells: 85 / 589
inverters: 2 / 7.51
clock buffers: 5 / 68.8
repair buffers: 13 / 128
fillers: 1039 / 7520
clock inverters: 3 / 41.3
## per-layer routing
layer,track usage,routed length [µm],vias to the layer above
met4,0.00850,64,0
met2,0.0538,1030,15
met3,0.0131,140,6
li1,-,-,452
met1,0.0539,1320,406
met5,0,0,-
## power by group
group / switching, mW / internal [mW]
Sequential: 0.0640 / 0.470
Combinational: 0.0627 / 0.0855
Clock: 0.158 / 0.252
Total: 0.285 / 0.808
## Yosys cell counts, drive strengths merged, types with 2 or more instances
| cell | n |
|---|---|
| nand3 | 5 |
| dfrtp | 20 |
| nor2b | 2 |
| inv | 2 |
| edfxtp | 8 |
| nand2 | 11 |
| mux2i | 5 |
| o21ai | 4 |
| a21oi | 2 |
| and3 | 3 |
| buf | 4 |
| nor2 | 20 |
| a21boi | 2 |
| xor2 | 6 |
| xnor2 | 5 |
| and2 | 2 |
| a31oi | 2 |
## worst max-delay path, stage by stage
cell             delay [ns]
clkdlybuf4s50_1        0.47
nor3b_1                0.39
and2_1                 0.40
## kinds of logic (layout without fill, tap and decap cells)
group,after synthesis,after routing,synth area share
buffers and inverters,7,23,0.0269
and+or+nand+nor,50,50,0.198
adders and majority gates,1,1,0.00898
DFF,29,29,0.550
xor gates and xnor gates,11,11,0.0691
AOI/OAI and AO/OA,17,17,0.0996
muxes,6,6,0.0467
## stage by stage
stage	util	setup WS (ns)	hold WS (ns)	power (mW)	instance area (µm²)
after CTS	0.190	0.990	0.510	1.10	1760
after detailed placement	0.178	0.699	0.500	0.689	1650
after global placement	0.178	0.764	0.499	0.687	1650
final	0.190	1.00	0.514	1.09	1760
after floorplan	-	1.36	0.284	0.637	1390
after global routing	0.190	0.913	0.525	1.15	1760
## worst min path at each step
stage     slack, ns                    end
4_1_cts        0.51  baud_cnt[0]$_DFF_PN0_
5_1_grt        0.52  baud_cnt[0]$_DFF_PN0_
6_report       0.51  baud_cnt[0]$_DFF_PN0_
Power is estimated from default activity; no workload was simulated.
